==> flow/config.mk <==
export PLATFORM = sky130hd
export DESIGN_NAME = DATA_MEMORY
export DESIGN_NICKNAME = DATA_MEMORY
export VERILOG_FILES = /design/flow/design.v
export SDC_FILE = /design/flow/constraint.sdc
export NUM_CORES = 4
export LEC_CHECK = 1
export CORE_UTILIZATION = 30
==> flow/constraint.sdc <==
current_design DATA_MEMORY

set clk_period 9.2
set clk_io_pct 0.2

create_clock -name clk0 -period $clk_period [get_ports {clock}]

set non_clock_inputs [all_inputs -no_clocks]
set_input_delay [expr $clk_period * $clk_io_pct] -clock clk0 $non_clock_inputs
set_output_delay [expr $clk_period * $clk_io_pct] -clock clk0 [all_outputs]
==> flow/design.v <==
module DATA_MEMORY(
input clock,
input WE,
input [31:0] WD,
input [31:0] A,
output [31:0] RD
);
reg [7:0] Memory [15:0];
assign RD = {Memory[A+3],Memory[A+2],Memory[A+1],Memory[A]};
initial
begin
Memory[0] = 8'b0;
Memory[1] = 8'b0;
Memory[2] = 8'b0;
Memory[3] = 8'b0;
Memory[4] = 8'b1;
Memory[5] = 8'b0;
Memory[6] = 8'b0;
Memory[7] = 8'b0;
Memory[8] = 8'b10;
Memory[9] = 8'b0;
Memory[10] = 8'b0;
Memory[11] = 8'b0;
Memory[12] = 8'b11;
Memory[13] = 8'b10;
Memory[14] = 8'b0;
Memory[15] = 8'b0;
end
always @(posedge clock)  
begin
if(WE)
	{Memory[A+3],Memory[A+2],Memory[A+1],Memory[A]} <= WD;
end
endmodule
==> flow/run.sh <==
#!/bin/bash
# OpenROAD 26Q1-2900-gdf79404cd8, Yosys 0.63+post, stock flow scripts
make -C /OpenROAD-flow-scripts/flow DESIGN_CONFIG=/design/flow/config.mk WORK_HOME=/design/flow/orfs finish
==> out/results.ini <==
[status]
outcome = finished clean

[detailed_routing]
n_antenna_cell = 0
routedWlPerCell_um = 31.6
dr_wl_met2_um = 24300
wl_um = 59000
dr.pass1.iters = 7
ant_nets = 0
vias_per_cell = 6.94
vias = 13000
met1_length_um = 19300
drc = 0
met3_length_um = 11500
top_layer_used = met5
drt_iter0_markers = 2332

[flow_run]
tool_warnings = 61
drv_cap = 0

[final_timing]
min_period_ns = 7.04
finalSetupTns_ns = 0
fmax_mhz = 142
rsz0062_at_grt = false
setup_slack_ns = 2.16
finalMaxSlewViolations = 0
timing.final.crit_share_pct = 76.5
hold_viol = 0
slew_headroom_pct = 28.3
worst_pin_slew_ns = 1.07
finalSetupViolations = 0

[floorplanning]
fp_util_pct = 30.6
die_h_um = 212
die_x_um = 212
row_count = 76
die-area_mm2 = 0.0450
num_io_pins = 98
core-area_mm2 = 0.0433

[cells_and_area]
area_delta_synth_final_pct = 11.5
largest_reg_flops = 128
drive_gt1_share_pct = 20.3
fillers = 4282

[global_routing]
antenna_found_initial = 2
grt-ovfl-total = 0
grt_max_degree = 108
grt_pass1_vias = 12200
grt_pass1_wl_um = 84300
grt_use_total_pct = 27.6

[placement]
hpwl_um = 41400
place_ws_ns = 2.16
port_buffers = 69
gp_congestion = 1.09

[power_and_ir_drop]
switching_share_pct = 35.8
total_power_w = 0.00222
pwr_density_cell_mw_per_mm2 = 150
combinationalPowerShare_pct = 33.0
clock_power_share_pct = 31.4
p_seq_share_pct = 35.6
netSwitchingPower_w = 0.000795
ir_worst_vdd_v = 0.000130
power.leakage_nw = 4.76
internal_power_w = 0.00142

[clock_network]
ctsResizeCount = 0
clk_pin_slew_worst_paths_ns = 0.07
cts_sinks = 128
tritoncts = yes
numCtsBuffers = 17
root_buffer = clkbuf_16
cts_hold_repair.buffers = 0
post-cts-setup-buffers = 0
cts_buffer_depth = 2
htreeDepth = 4

[yosys]
xor_area_share_pct = 0.983
netlist_area_mm2 = 0.0132
mux_share_pct = 24.4
async_flop_share_pct = 0
yosysSeqAreaShare_pct = 29.0
ys.flops = 128
ys_warn_count = 1
ys_sh_simple_pct = 18.9
synth.distinct_cells = 50
ff_type = edfxtp_1
edf_count = 128
synthAoiAreaFrac_pct = 18.8
synth_stat.cells = 1311
ys_area_mm2 = 0.0132
logic_family = multiplexers
fa_ha_area_share_pct = 0.756
syn_area_per_cell_um2 = 10.1
netlist_instances = 1311

[worst_setup_path]
crit_required_ns = 7.36
worstSetupPathType = input port to output pin
end_kind = output pin
cp_max_fo = 49
critPathArrivalTime_ns = 5.20
crit_path_start_kind = input port

[min_path]
hp-class = input port to flip-flop

## kinds of logic after synthesis
| logic type | after synthesis |
|---|---|
| simple gates | 528 |
| xor+xnor | 8 |
| buf+inv | 183 |
| mux | 158 |
| compound gates | 298 |
| flops | 128 |
| fa+ha+maj | 8 |
## per-layer routing
metal  GRT usage, %  up-vias
met1           33.5     6188
met3           18.6      254
met2           38.3     1268
met4           11.2        6
met5           1.78        -
li1               -     5244
## synth_stat cells (2+ instances only)
cell	instances	area, um^2
a211o_1	9	78.8
a21oi_1	7	35.0
a221oi_1	131	1150
a31o_1	3	26.3
a31oi_1	4	25.0
and2_1	6	37.5
and3_1	21	131
buf_1	20	75.1
buf_2	54	270
buf_4	12	90.1
buf_6	17	191
buf_8	2	30.0
clkbuf_1	72	270
clkbuf_2	3	15.0
edfxtp_1	128	3840
ha_1	8	100
inv_1	2	7.51
mux2_2	2	22.5
mux2i_1	25	250
mux4_2	130	2930
nand2_1	60	225
nand3_1	186	931
nand4_1	11	68.8
nand4_2	8	100
nor2_1	201	754
nor2_2	4	25.0
nor2b_1	3	18.8
nor3_1	16	80.1
nor3_2	8	80.1
o211ai_2	3	37.5
o211ai_4	5	106
o31ai_1	128	961
xnor2_1	3	26.3
xor2_2	2	32.5
xor2_4	2	55.1
## through the flow
| step | std cells | hold slack, ns | instance area (um^2) | util (%) |
|---|---|---|---|---|
| 2_1_floorplan | 1311 | 2.27 | 13200 | - |
| 3_3_place_gp | 1836 | 2.80 | 14100 | 32.7 |
| 3_5_place_dp | 1836 | 2.81 | 14100 | 32.7 |
| 4_1_cts | 1868 | 2.36 | 14800 | 34.1 |
| 5_1_grt | 1868 | 2.41 | 14800 | 34.1 |
| 6_report | 1868 | 2.39 | 14800 | 34.1 |
## power groups by stage
stage | clock network, W | registers (W) | logic [W]
finish | 0.000696 | 0.000788 | 0.000732
global route | 0.000724 | 0.000792 | 0.000762
CTS | 0.000699 | 0.000784 | 0.000704
## cells in the final DEF (no fill, tap or decap), types with 6 or more instances in the layout
cell type,n
and3_1,21
clkdlybuf4s50_1,66
edfxtp_1,128
nand4_1,11
and2_1,6
clkbuf_16,17
buf_4,51
nor3_2,8
a211o_1,9
nor2_1,201
o31ai_1,128
mux4_2,130
nor3_1,16
a221oi_1,131
ha_1,7
nand3_1,186
nand2_1,60
mux2i_1,25
nand4_2,8
a21oi_1,7
## critical path, stage by stage
cell             delay, ns
buf_4                 0.31
ha_1                  0.21
buf_4                 0.27
xor2_4                0.67
buf_4                 0.66
mux2i_1               0.17
a221oi_1              0.35
a31o_1                0.19
clkdlybuf4s50_1       0.45
## worst paths after layout
kind | start | end | slack, ns | cells past startpoint
setup / recovery | A[1] | RD[14] | 2.16 | 9
hold / removal | WD[30] | Memory[5][6] | 2.39 | 4
## cell type report
| class | count | area [um^2] | share of cell area [%] |
|---|---|---|---|
| multi-input cells | 1000 | 8480 | 57.4 |
| repair buffers | 120 | 1080 | 7.31 |
| clock inverters | 15 | 191 | 1.30 |
| well taps | 585 | 732 | 4.96 |
| clock buffers | 17 | 425 | 2.88 |
| flip-flops and latches | 128 | 3840 | 26.0 |
| inverters | 3 | 11.3 | 0.0763 |
No activity file was given, so power comes from the tool's default toggle rates.
