$ cat /design/flow/config.mk
export PLATFORM = sky130hd
export DESIGN_NAME = INSTRUCTION_MEMORY
export DESIGN_NICKNAME = INSTRUCTION_MEMORY
export VERILOG_FILES = /design/flow/design.v
export SDC_FILE = /design/flow/constraint.sdc
export NUM_CORES = 4
export LEC_CHECK = 1
export CORE_AREA = 10 10 96 96
export DIE_AREA = 0 0 106 106
$ cat /design/flow/constraint.sdc
current_design INSTRUCTION_MEMORY

set clk_period 2.4
set clk_io_pct 0.2

create_clock -name clk0 -period $clk_period

set non_clock_inputs [all_inputs -no_clocks]
set_input_delay [expr $clk_period * $clk_io_pct] -clock clk0 $non_clock_inputs
set_output_delay [expr $clk_period * $clk_io_pct] -clock clk0 [all_outputs]
$ cat /design/flow/design.v
module INSTRUCTION_MEMORY(
input [31:0] A,
output [31:0] RD
);
reg [7:0] Memory[35:0] ;
initial 
begin
{Memory[3],Memory[2],Memory[1],Memory[0]} 		= 32'b11100000100000010000000000000010;   
{Memory[7],Memory[6],Memory[5],Memory[4]} 		= 32'b11100000010000010000000000000010;   
{Memory[11],Memory[10],Memory[9],Memory[8]} 		= 32'b11100000000000010000000000000010;	 
{Memory[15],Memory[14],Memory[13],Memory[12]} 	= 32'b11100001100000010000000000000010;	 
{Memory[19],Memory[18],Memory[17],Memory[16]} 	= 32'b11100010001000010000000000000001;    
{Memory[23],Memory[22],Memory[21],Memory[20]} 	= 32'b11100010011000010000000000000001;    
{Memory[27],Memory[26],Memory[25],Memory[24]} 	= 32'b11100001010000010000000000000010;    
{Memory[31],Memory[30],Memory[29],Memory[28]} 	= 32'b11100100000100010001000000000100;	 
{Memory[35],Memory[34],Memory[33],Memory[32]} 	= 32'b11100100000100110010000000001000;	 
end
assign RD = {Memory[A+3],Memory[A+2],Memory[A+1],Memory[A]};
endmodule
$ cat /design/flow/run.sh
#!/bin/bash
# OpenROAD 26Q1-2900-gdf79404cd8, Yosys 0.63+post, stock flow scripts
make -C /OpenROAD-flow-scripts/flow DESIGN_CONFIG=/design/flow/config.mk WORK_HOME=/design/flow/orfs finish
==> reports/qor.yml <==
avgSynthCellArea_um2: 6.805
ys_top_cells_by_area: "ha_1 (11%), o21ai_0 (8.9%), xnor2_1 (8.2%), nand2_1 (5.8%), a21oi_1 (5.4%)"
fin_ws_ns: -0.1380
overflow: 0
grt_pass1_wl_um: 9549
yosysTopAreaCellShare_pct: 10.70
regArea_um2: 0
design_area_um2: 3030
hold_viol: 0
start_kind: "primary input"
initialDrtViolationCount: 75
p_seq_share_pct: 0
ys_cells: 189
outcome: "finished with violations"
fa_ha_area_share_pct: 10.70
design.seq.count: 0
p_comb_share_pct: 100.0
min_period_ns: 2.538
crit_required_ns: 1.92
insertedDiodeCount: 0
rsz0062_at_grt: "yes"
drive_gt1_share_pct: 62.58
dp_cells: 369
layoutNonFillerInstCount: 409
antenna_found_initial: 0
drt-total-wl_um: 6392
slew_headroom_pct: 75.74
setup_viol: 9
yosys_warnings: 1
ys_sh_xor_pct: 17.51
hold_path.class: "primary input to output pin"
clkbuf_count: 0
grt_pass1_vias: 1833
synth.largest_area_cell: "ha_1"
die_h_um: 106
p_sw_mw: 0.3152
clock.fmax_mhz: 394.0
ys_chip_area_um2: 1286
gp_congestion: 0.9098
grt_max_degree: 15
fin_crit_sh_pct: 105.8
syn_area_um2: 1286
num_vias: 1908
warnings: 68
p_clk_share_pct: 0
netlist_instances: 189
hold_depth: 4
worstSetupPathType: "primary input to output pin"
p_int_mw: 0.3978
ant_nets: 0
via_per_inst: 4.665
drc: 0
synth_seq_share_pct: 0
ys_sh_simple_pct: 22.86
end_kind: "output pin"
ir_worst_vdd_uv: 55.72
io_pins: 64
die_x_um: 106
gr-usage-all-layers_pct: 9.863
row_count: 31
fin_total_pwr_mw: 0.7130
p_sw_share_pct: 44.21
numPortBuffers: 38
area_growth_pct: 135.6
worstPathArrival_ns: 2.06
dp_worst_setup_slack_ns: -1.010
path_max_fanout: 5
fp_util_pct: 17.83
p_per_area_nw_per_um2: 235.3
min_to: "RD[21]"
max_slew.worst_pin.slew_ns: 0.3601
coreArea_um2: 7214
logic_family: "AND-OR/OR-AND gates"
yosysUniqueCellTypes: 50
min_from: "A[0]"
chipArea_um2: 11240
drt_pass1_iterations: 4
place_area_um2: 2172
synthAoiAreaFrac_pct: 31.91
wl_per_cell_um: 15.63
p_leak_nw: 1.355
cap_violations: 0
violations: "negative setup slack"
drv_slew: 0
dp_hpwl_um: 3947
muxShareOfSynthArea_pct: 8.366
-- layout by cell type (no fill, tap or decap), types with 4 or more instances in the layout --
cell type / n
inv_1: 4
o21ai_2: 5
xnor2_1: 4
xor2_2: 4
dlygate4sd2_1: 8
buf_12: 7
buf_6: 31
o21ai_0: 11
nand2_1: 17
xnor2_4: 10
a21oi_2: 5
ha_4: 6
clkbuf_2: 5
nor2_4: 5
o21ai_1: 7
nor2_1: 9
buf_4: 60
a21oi_1: 7
buf_2: 17
mux2i_1: 7
-- power by group through the flow --
| stage | Sequential (mW) | Combinational (mW) | Clock, mW |
|---|---|---|---|
| 6_report | 0 | 0.713 | 0 |
| 4_1_cts | 0 | 0.639 | 0 |
| 5_1_grt | 0 | 0.765 | 0 |
-- layout make-up --
| type | count | area [um^2] |
|---|---|---|
| Inverter | 8 | 42.54 |
| Tap cell | 99 | 123.9 |
| Multi-Input combinational cell | 167 | 1662 |
| Timing Repair Buffer | 135 | 1202 |
| Fill cell | 648 | 4184 |
-- critical path, stage by stage --
cell and delay, ns:
buf_12 0.12, ha_4 0.17, buf_6 0.11, a21oi_4 0.15
buf_6 0.13, nor2_4 0.04, xor2_2 0.18, buf_4 0.16
and2_4 0.15, a211o_1 0.26, buf_2 0.11
-- worst max path at each step --
| stage | start | end | slack, ns |
|---|---|---|---|
| after CTS | A[1] | RD[24] | -0.13 |
| after global routing | A[1] | RD[30] | -0.20 |
| final | A[1] | RD[30] | -0.14 |
-- Yosys cell counts (all sizes together) (2+ instances only) --
master and number:
xnor2 15, o211ai 2, ha 11, o21a 2
nand3b 2, buf 8, mux2 3, o31ai 5
mux2i 7, xor2 6, nand2 21, nand3 9
nand2b 2, inv 8, a31oi 2, o21ai 23
a211oi 3, and2 5, clkbuf 6, nor2 16
a21oi 15, o22ai 2
-- kinds of logic after synthesis --
kind of cell / count (synthesis)
multiplexers: 10
AND-OR/OR-AND: 64
adder cells (fa/ha/maj): 11
XOR/XNOR: 21
AND/OR/NAND/NOR: 61
buffers and inverters: 22
-- layer usage --
metal | part of all wire [%] | track usage [%] | wire [um]
met1 | 46 | 14.17 | 2910
met2 | 48 | 16.12 | 3070
met3 | 6.4 | 1.590 | 411
met4 | 0 | 0 | 0
met5 | 0 | 0 | 0
-- through the flow --
step                hold WS (ns)  TNS, ns  util [%]
finish                     1.440  -0.5937     42.00
global route               1.472   -1.564     42.00
CTS                        1.452  -0.5939     39.09
detailed placement         2.079   -26.09     30.11
global placement           2.097   -25.23     30.11
floorplan                 0.9846        0         -
-- timing repair --
action / in CTS / in global routing
hold buffers: 0 / 0
endpoints found under the setup margin: 32 / 27
gates resized: 185 / 61
setup buffers: 34 / 10
pin swaps: 38 / 36
No activity file was given, so power comes from the tool's default toggle rates.
