==> flow/constraint.sdc <==
current_design SHIFTER

set clk_period 5.6
set clk_io_pct 0.2

create_clock -name clk0 -period $clk_period

set non_clock_inputs [all_inputs -no_clocks]
set_input_delay [expr $clk_period * $clk_io_pct] -clock clk0 $non_clock_inputs
set_output_delay [expr $clk_period * $clk_io_pct] -clock clk0 [all_outputs]
==> flow/config.mk <==
export PLATFORM = sky130hd
export DESIGN_NAME = SHIFTER
export DESIGN_NICKNAME = SHIFTER
export VERILOG_FILES = /design/flow/design.v
export SDC_FILE = /design/flow/constraint.sdc
export NUM_CORES = 4
export LEC_CHECK = 1
export CORE_UTILIZATION = 40
==> flow/run.sh <==
#!/bin/bash
# OpenROAD 26Q1-2900-gdf79404cd8, Yosys 0.63+post, stock flow scripts
make -C /OpenROAD-flow-scripts/flow DESIGN_CONFIG=/design/flow/config.mk WORK_HOME=/design/flow/orfs finish
==> flow/design.v <==
module SHIFTER(
input [31:0] data_in, 
input [31:0] shift_amount, 
input shift_direction, 
output reg [31:0] shifter_output 
);
always @(data_in)
begin
if(shift_direction) 
	shifter_output <= data_in >> shift_amount;
else
	shifter_output <= data_in << shift_amount;
end
endmodule
==> impl_metrics.tcl <==
# implementation run metrics
set metrics [dict create \
    grt_pass1_vias 4497 \
    min_to "shifter_output[0]" \
    hp-start "shift_amount[3]" \
    critPathCaptureType "output port" \
    cts.hold.buffers_added 0 \
    dieArea_mm2 0.01211 \
    cp_max_fo 55 \
    cp_data_arrival_time_ns 4.02 \
    cp-start-kind "input port" \
    top_cell "mux2i_1" \
    period_minus_slack_ns 5.138 \
    ff_count 0 \
    postSynthCellCount 539 \
    n_clock_buffer 0 \
    hold_viol_final 0 \
    route.antenna.diode_count 0 \
    outcome "finished, final reports clean" \
    dieHeight_um 110.0 \
    worst_pin_slew_ns 0.8023 \
    post-cts-setup-buffers 0 \
    ys_seq_share_pct 0 \
    drive_above_1_share_pct 19.53 \
    dp_worst_setup_slack_ns 0.4912 \
    slew_headroom_pct 46.51 \
    cp.required_ns 4.48 \
    fin_setup_tns_ns 0 \
    crit_type "input port to output port" \
    rsz0062_at_grt "no" \
    vias_per_cell 6.710 \
    finalClockPeriodUsage_pct 91.75 \
    portBuffers 97 \
    cts_resized 0 \
    fp_util_pct 40.89 \
    area_leaders "mux4_2, mux2i_1, mux4_1, mux2_2, a21oi_1" \
    log.warning_count 32 \
    hp-class "input port to output port" \
    grt_max_degree 60 \
    routedWlPerCell_um 23.69 \
    io_pins 97 \
    top_area_share_pct 15.92 \
    p_leak_nw 1.999 \
    finalSetupViolCount 0 \
    top_area_cell "mux4_2" \
    synth_cell_types 73 \
    path_common_cell "mux2i_1" \
    common_cells "mux2i_1, a21oi_1, nand2_1, nor2_1, mux4_2" \
    drv_slew 0 \
    syn_area_mm2 0.004669 \
    ant_nets 0 \
    fillers 1092 \
    irDropWorstVdd_v 0.00005900 \
    drtIter0Drc 409 \
    ys_area_mm2 0.004669 \
    crit_path_max_incr_delay_ns 0.58 \
    fmax_ghz 0.1946 \
    seq_area_um2 0 \
    core-area_mm2 0.01142 \
    setup_ws_ns 0.4621 \
    dp_hpwl_mm 13.27 \
    path_cells "buf_4, mux2i_1, o21ai_1, mux2i_1, a2111oi_0, a211oi_1, nor3_1, clkdlybuf4s50_1" \
    drc 0 \
    hold_depth 4 \
    first_pass_iters 5 \
    die_w_um 110.0 \
    syn_to_final_growth_pct 18.01 \
    syn_avg_cell_area_um2 8.663 \
    grt.total_usage_pct 30.07 \
    grt_overflow 0 \
    cpMaxStageDelayCell "buf_4" \
    yosys_warnings 1 \
    route.final.wire_length_mm 17.46 \
    vias 4945 \
    grt_pass1_wl_mm 26.43 \
    maxCapViolations 0 \
    ys_cells 539 \
    power.density_mw_per_mm2 83.19 \
    rows 39 \
    grt_antenna_before_repair 0 \
    routabilityCongestion 0.9730 \
]
[critical path, delay by kind of cell]
family / cells / cell delay, ns
buffers and inverters: 2 / 1.09
AOI/OAI and AO/OA: 3 / 1.05
muxes: 2 / 0.47
and+or+nand+nor: 1 / 0.27
[placed cells by master, fill, tap and decap left out, drive strengths merged, types with 9 or more instances in the layout]
cell,n
clkdlybuf4s50,93
mux2i,65
a21oi,46
o21ai,26
buf,26
nand3,13
nor2,47
nor4,9
nand2,43
mux2,31
a211oi,13
o211ai,13
mux4,52
[cell families (layout without fill, tap and decap cells)]
| family | Yosys count | in the layout | share of synthesized area [%] |
|---|---|---|---|
| AND-OR/OR-AND | 165 | 165 | 25.13 |
| buffers and inverters | 71 | 126 | 10.66 |
| multiplexers | 148 | 148 | 48.18 |
| AND/OR/NAND/NOR | 155 | 155 | 16.02 |
[worst max path at each step]
stage / from / to / slack [ns] / depth (start not counted)
5_1_grt: shift_amount[10] / shifter_output[6] / 0.21 / 8
4_1_cts: shift_amount[10] / shifter_output[6] / 0.50 / 8
6_report: shift_amount[1] / shifter_output[30] / 0.46 / 8
[layer usage]
| metal | track usage, % | vias up | wire, um |
|---|---|---|---|
| met3 | 6.890 | 36 | 1836 |
| li1 | - | 2280 | - |
| met1 | 45.42 | 2349 | 7512 |
| met5 | 1.786 | - | 0 |
| met2 | 43.30 | 280 | 7433 |
| met4 | 9.429 | 0 | 677 |
[through the flow]
stage | hold slack, ns | total power, W | cells | util [%] | area [um2]
floorplan | 2.468 | 0.0002985 | 539 | - | 4669
global placement | 3.296 | 0.0004518 | 737 | 48.26 | 5510
detailed placement | 3.299 | 0.0004491 | 737 | 48.26 | 5510
CTS | 3.303 | 0.0004509 | 737 | 48.26 | 5510
global route | 3.354 | 0.0004888 | 737 | 48.26 | 5510
finish | 3.317 | 0.0004584 | 737 | 48.26 | 5510
[area by class of cell]
type,count,area [um2],share of cell area (%)
Multi-Input combinational cell,468,4172,75.70
Inverter,7,26.28,0.4768
Tap cell,143,178.9,3.247
Timing Repair Buffer,119,1134,20.57
[power breakdown]
| part | leakage (nW) | switching, W | internal [W] |
|---|---|---|---|
| Sequential | 0 | 0 | 0 |
| Combinational | 2.00 | 0.000247 | 0.000212 |
| Clock | 0 | 0 | 0 |
Power and IR drop assume default switching activity.
